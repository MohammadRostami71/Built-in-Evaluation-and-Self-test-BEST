**./run.sh**
```bash
#!/bin/bash
# OpenROAD 26Q1-2900-gdf79404cd8, Yosys 0.63+post, stock flow scripts
make -C /OpenROAD-flow-scripts/flow DESIGN_CONFIG=/design/flow/config.mk WORK_HOME=/design/flow/orfs finish
```
**./config.mk**
```make
export PLATFORM = sky130hd
export DESIGN_NAME = RTS_Controller
export DESIGN_NICKNAME = RTS_Controller
export VERILOG_FILES = /design/flow/design.v
export SDC_FILE = /design/flow/constraint.sdc
export NUM_CORES = 4
export LEC_CHECK = 1
export CORE_AREA = 10 10 80 80
export DIE_AREA = 0 0 90 90
```
**./constraint.sdc**
```tcl
current_design RTS_Controller

set clk_period 2.2
set clk_io_pct 0.2

create_clock -name clk0 -period $clk_period [get_ports {clk}]

set non_clock_inputs [all_inputs -no_clocks]
set_input_delay [expr $clk_period * $clk_io_pct] -clock clk0 $non_clock_inputs
set_output_delay [expr $clk_period * $clk_io_pct] -clock clk0 [all_outputs]
```
**./design.v**
```verilog
 `timescale 1 ns / 1ns
module RTS_Controller #(parameter ShiftSize = 1, numOfTstCycl = 50) (clk, rstIn, NbarT, rstOut, PRPG_En, SRSG_En, SISA_En, MISR_En, done);
	input clk, rstIn;
	output reg NbarT, rstOut;
	output reg PRPG_En, SRSG_En, SISA_En, MISR_En;
	output reg done;
	reg [2:0] present_state, next_state;
	reg [5:0]shtCount;  
	reg shtCount_Rst, shtCount_En;
	reg [15:0]testVectorCount;  
	reg testCount_Rst, testCount_En;
	always @(posedge clk, posedge rstIn)
		if(rstIn) present_state <= 0;
		else present_state <= next_state;
	always @(present_state or shtCount) begin :Combinatorial
		NbarT = 1'b0; rstOut = 1'b0; MISR_En = 1'b0;
		PRPG_En = 1'b0; SRSG_En = 1'b0; done = 1'b0;
		SISA_En = 1'b0; shtCount_Rst = 1'b0; shtCount_En = 1'b0;
		testCount_Rst = 1'b0; testCount_En = 1'b0;
		case (present_state)
			0 : begin
				next_state = 1;
				rstOut = 1'b1;
				NbarT = 1'b1;
				testCount_Rst = 1'b1;
			end
			1 : begin
				next_state = 2;
				PRPG_En = 1'b1;
				shtCount_Rst = 1'b1;
			end
			2 : begin
				next_state = (shtCount < ShiftSize - 1) ?
				2 : 3;
				shtCount_En = 1'b1;
				SRSG_En = 1'b1;
				SISA_En = 1'b1;
				NbarT = 1'b1;
			end
			3 : begin
				next_state = 4;
				NbarT = 1'b0;
			end
			4 : begin
				next_state = (testVectorCount < numOfTstCycl - 1) ?
				1 : 5;
				testCount_En = 1'b1;
				MISR_En = 1'b1;
			end
			5 : begin
				next_state = 5;
				done = 1'b1;
			end
			default : next_state = 0;
		endcase
	end
	always @(posedge clk) begin
		if(shtCount_Rst) shtCount <= 0;
		else if(shtCount_En)
			shtCount <= shtCount + 1;
	end
	always @(posedge clk) begin
		if(testCount_Rst) testVectorCount <= 0;
		else if(testCount_En)
			testVectorCount <= testVectorCount + 1;
	end
endmodule
```
==> summary.txt <==
Physical implementation.

- The run finished with clean final reports.
- Per STA, the worst path is made up of clkdlybuf4s50_1.
- The combined area of all synthesized cells is 997 µm².
- The global route stage reports its total congestion overflow as 0.
- The number of enable flip-flop cells is 0.
- Using the TritonRoute via totals, the vias-per-cell ratio works out to 4.09.
- The arrival time of data at the worst endpoint is listed as 1.37 ns.
- The final weighted congestion of routability-driven global placement is 0.745.
- The final report gives the standard cell area, fillers excluded, as 1210 µm².
- The clock-pin slew reported for the worst setup and hold paths after clock tree synthesis is 0.08 ns.
- The final routed wire length divided by cell count is 10.5 µm.
- After floorplanning, the core was divided into 25 placement rows.
- In this design, the stage delay of the slowest critical-path cell is 0.57 ns.
- The final core utilization is 25.7%.
- The register-to-register setup slack is 0.67 ns.
- Across all stage logs, warnings added up to 26.
- VDD sags by at most 385 µV.
- STA puts the critical path data required time at 1.76 ns.
- In this run the count of I/O pins placed on the die edge is 9.
- The startpoint identified for the worst register-to-register timing path is testVectorCount[0].
- The number of buffer and inverter instances along the worst setup path is 1.
- In this run the power density over the cells is 670 nW/µm².
- The global-route wire length before repair is 3320 µm.
- The overall global routing resource usage is 4.72%.
- The number of global-route vias before repair is 704.
- The first-pass iteration count of the detailed router is 4.
- The maximum number of pins on one net before global-route repair is 19.
- The initial antenna violation count is 0.
- Yosys mapped the design onto 31 distinct sky130hd cell types.
- Including well taps, the total number of placed cells is 175.
- The antenna diode count is 0.
- The number of antenna-violating nets in the routed design is 0.
- According to the floorplan report, the die width is 90 µm.
- The post-CTS setup-driven buffer insertion count is 0.
- For this run, the number of Yosys warnings is 1.
- The count of instantiated cells in the yosys netlist is 103.
- The root buffer cell chosen for the clock tree is clkbuf_8.
- dfxtp_1 takes more of the synthesized area than any other cell.
- The report shows a maximum critical-path fanout of 9.
- The area fraction of the dominant cell type after synthesis is 32.1%.
- According to the Yosys statistics, the synthesized design has a chip area of 997 µm².
- The reg-to-reg endpoint is testVectorCount[12].
- The cell resize tally after clock tree synthesis is 0.
- In the hold report, the worst path ends at present_state[1].
- The number of max-cap violations is 0.
- For this run, asynchronously set or reset flops after synthesis account for 27.3%.
- Wires add up to 1880 µm.
- The slowest stage cell on the critical path is dfrtp_1.
- The endpoint type of the worst setup path is an output pin.
- The violation tally recorded at the end of detailed-routing iteration 0 is 24.
- The flip-flop cell with the highest count after synthesis is dfxtp_1.
- The path class of the tightest hold or removal check is register to register.
- TritonCTS built the clock tree.
- Per the placement log, port buffering inserted 8 buffers.
- The final timing report lists clock skew as 0.00560 ns.
- The share of final-layout standard cells stronger than drive strength 1 is 12.5%.
- The hold path startpoint is present_state[5].
- CTS built an H-tree with a depth of 1.
- The clock latency on the worst-skew pair is 0.26 ns.
- The post-synthesis register bit count is 22.
- The total placed instance area is 1140 µm².
- The minimum clock period is 1.81 ns.
- The finished layout holds 179 standard cells, fillers aside.
- The number of setup violations in the final report is 0.
- The logic depth of the worst register-to-register path is 5.
- A synthesized cell averages 9.68 µm².
- The main area contributors are dfxtp_1 32%, dfrtp_1 13%, xnor2_1 7.9%.
- In this run the static leakage power is 0.445 nW.
- The hold-critical path depth is 0.
- The critical path class is register to output pin.
- Setup repair after global routing left no endpoint under its margin.
- In this run the layout overhead on the synthesized area is reported as 21.7%.
- The longest clock path from root to sink contains 2 buffers.
- The kind of cell with the highest combined delay on the critical path is flip-flops.
- The kind of start point of the critical path is a register.
- Per the final report, max-transition violations number 0.
- Sorting the synthesis cell report by count puts at the top nor2_1.
- The achievable frequency is 553 MHz.
- The instance count of the mapped netlist is 103.
- The floorplan core area is 4720 µm².
- The final timing summary puts the cycle share of the worst path at 82.1%.
- The routed layout has 732 vias.
- The sequential-to-total area share from yosys stat is 47.3%.
- The clock tree has to reach 22 sinks.
- Counting instances in the post-synthesis netlist gives the leading cell types as 18 x nor2_1, 16 x dfxtp_1, 9 x xnor2_1, 6 x inv_1, 5 x dfrtp_1.
- The die outline area is 8100 µm².
- After clock tree synthesis, the flow added hold-fix buffers numbering 0.
- The die boundary height is 90 µm.
- The routed layout reports a DRC error count of 0.
- The final count of hold timing violations is 0.
- The number of buffers created by CTS is 3.
- The share of the core filled by cells before placement is 21.1%.
- Once detailed placement completed, the half-perimeter wirelength came to 1270 µm.
- The final sum of negative setup slack is 0 ns.
- The power consumption is 813 µW.
==> worst max path at each step <==
stage                     from       to  slack, ns  cells past startpoint
finish        present_state[1]  MISR_En       0.39                      1
global route  present_state[2]    NbarT       0.31                      2
CTS           present_state[1]  MISR_En       0.36                      1
==> metal layers <==
metal	vias up	routed length [µm]	track usage, %
met5	-	0	0
met4	0	14	0.531
met3	2	98	1.59
met2	12	857	7.38
met1	356	906	6.39
li1	362	-	-
==> area by class of cell <==
type	count	area, µm²
sequential	22	472
clock buffer	3	41.3
clock inverter	1	30.0
multi-input combinational	71	477
fill	506	3510
inverter	6	22.5
timing repair buffer	9	87.6
tap	67	83.8
==> cells in the final DEF (no fill, tap or decap), types with 3 or more instances in the layout <==
master / n
xor2_1: 3
dfrtp_1: 5
dfxtp_1: 16
nor3_1: 4
a21oi_1: 3
nand4_1: 3
clkdlybuf4s50_1: 8
nand3_1: 4
nand2_1: 4
clkbuf_8: 3
nor2_1: 18
xnor2_1: 9
nor4_2: 4
inv_1: 6
==> power breakdown <==
part / leakage [nW] / total [mW] / switching, mW / internal (mW)
logic: 0.220 / 0.0265 / 0.0144 / 0.0121
clock network: 0.0357 / 0.372 / 0.129 / 0.243
registers: 0.189 / 0.415 / 0.00891 / 0.406
==> logic make-up (layout without fill, tap and decap cells) <==
| group | after synthesis | after routing | share of synthesized area, % |
|---|---|---|---|
| other | 1 | 1 | 0.376 |
| DFF | 22 | 22 | 47.3 |
| muxes | 2 | 2 | 2.13 |
| AOI/OAI and AO/OA | 7 | 7 | 4.02 |
| buffers and inverters | 10 | 19 | 4.89 |
| adders and majority gates | 2 | 2 | 2.51 |
| xor gates and xnor gates | 12 | 12 | 10.5 |
| and+or+nand+nor | 47 | 47 | 28.2 |
==> through the flow <==
step	setup slack, ns	hold slack, ns
floorplan	0.812	0.230
global placement	0.665	0.343
detailed placement	0.667	0.339
CTS	0.357	0.368
global route	0.313	0.383
finish	0.393	0.360
==> state kept, by name, indices dropped and copies added (netlist names) <==
name             count
testVectorCount     16
present_state        6
Power and IR drop assume default switching activity.
